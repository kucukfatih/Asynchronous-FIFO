File: design/flow/config.mk
export PLATFORM = sky130hd
export DESIGN_NAME = FIFO_asn
export DESIGN_NICKNAME = FIFO_asn
export VERILOG_FILES = /design/flow/design.v
export SDC_FILE = /design/flow/constraint.sdc
export NUM_CORES = 4
export LEC_CHECK = 1
export CORE_UTILIZATION = 50
File: design/flow/constraint.sdc
current_design FIFO_asn

set clk_period 4.8
set clk_io_pct 0.2

create_clock -name clk0 -period $clk_period [get_ports {clk_r}]
create_clock -name clk1 -period $clk_period [get_ports {clk_w}]

set non_clock_inputs [all_inputs -no_clocks]
set_input_delay [expr $clk_period * $clk_io_pct] -clock clk0 $non_clock_inputs
set_output_delay [expr $clk_period * $clk_io_pct] -clock clk0 [all_outputs]
File: design/flow/design.v
`timescale 1ns / 1ps
module FIFO_asn#(parameter width = 16, parameter depth = 8, parameter adr_width = $clog2(depth))(
    input wire clk_w,
    input wire clk_r,
    input wire wr_en,
    input wire rd_en,
    input wire reset,
    input wire [width-1:0] data_in,
    output wire [width-1:0] data_out,
    output wire FIFO_full,
    output wire FIFO_empty
    );
    wire wr_syn_rst;
    wire rd_syn_rst;
    wire FIFO_full_int;
    wire FIFO_empty_int;
    wire write_int;
    wire read_int;
    wire [adr_width:0] read_adr_int;
    wire [adr_width:0] read_adr_gray;
    wire [adr_width:0] read_adr_gray_syn;
    wire [adr_width:0] read_adr_syn;
    wire [adr_width:0] write_adr_int;
    wire [adr_width:0] write_adr_gray;
    wire [adr_width:0] write_adr_gray_syn;
    wire [adr_width:0] write_adr_syn;
    assign FIFO_full = FIFO_full_int;
    assign FIFO_empty = FIFO_empty_int;
    memory #(width,depth,adr_width) memory1 (.data_in(data_in),
    .w_adr(write_adr_int[adr_width-1:0]),
    .r_adr(read_adr_int[adr_width-1:0]),
    .load(write_int),
    .read(read_int),
    .clk_w(clk_w),
    .data_out(data_out));
    rst_synch wr_rst_syn (.clk_sync(clk_w),
     .async_rst(reset),
     .sync_rst(wr_syn_rst));
     rst_synch rd_rst_syn (.clk_sync(clk_r),
     .async_rst(reset),
     .sync_rst(rd_syn_rst));
    write_logic #(width,depth,adr_width) write (.clk_w(clk_w),
     .reset(wr_syn_rst),
     .wr_en(wr_en),
     .FIFO_full(FIFO_full_int),
     .write(write_int),
     .write_adr(write_adr_int));
     bin2gray #(adr_width+1) convwr (.data_in(write_adr_int),
     .data_out(write_adr_gray));
     gray2bin #(adr_width+1) convrd_full (.data_in(write_adr_gray_syn),
     .data_out(write_adr_syn));
     synch #(adr_width+1) synrd2wr (.syn_clk(clk_w),
     .in(write_adr_gray),
     .syn_out(write_adr_gray_syn));
     full_logic #(depth,adr_width) full (.write_adr(write_adr_int),
     .read_adr(read_adr_syn),
     .FIFO_full(FIFO_full_int));
     read_logic #(width,depth,adr_width) read (.clk_r(clk_r),
     .reset(rd_syn_rst),
     .rd_en(rd_en),
     .FIFO_empty(FIFO_empty_int),
     .read(read_int),
     .read_adr(read_adr_int));
     bin2gray #(adr_width+1) convrd (.data_in(read_adr_int),
     .data_out(read_adr_gray));
     gray2bin #(adr_width+1) convwr_empty (.data_in(read_adr_gray_syn),
     .data_out(read_adr_syn));
     synch #(adr_width+1) synwr2rd (.syn_clk(clk_r),
     .in(read_adr_gray),
     .syn_out(read_adr_gray_syn));
     empty_logic #(depth,adr_width) empty (.write_adr(write_adr_syn),
     .read_adr(read_adr_int),
     .FIFO_empty(FIFO_empty_int));
endmodule
`timescale 1ns / 1ps
module bin2gray#(parameter K = 8)(
    input wire [K-1:0] data_in,
    output reg [K-1:0] data_out
    );
    always @(*) begin 
        data_out =  (data_in >> 1) ^ data_in;
    end
endmodule
`timescale 1ns / 1ps
module empty_logic#(parameter depth = 8, parameter adr_width = $clog2(depth))(
    input wire [adr_width : 0] write_adr,
    input wire [adr_width : 0] read_adr,
    output wire FIFO_empty
    );
    assign FIFO_empty = (write_adr == read_adr);
endmodule
`timescale 1ns / 1ps
module full_logic#(parameter depth = 8, parameter adr_width = $clog2(depth))(
    input wire [adr_width : 0] write_adr,
    input wire [adr_width : 0] read_adr,
    output wire FIFO_full
    );
    assign FIFO_full = (write_adr[adr_width-1:0] == read_adr[adr_width-1:0]) && (write_adr[adr_width] != read_adr[adr_width]);
endmodule
`timescale 1ns / 1ps
module gray2bin#(parameter K = 8)(
    input wire [K-1:0] data_in,
    output reg [K-1:0] data_out
    );
  integer i;  
    always @(*) begin 
        for(i = 0; i < K; i = i + 1) begin 
        data_out[i] = ^ (data_in >> i);
        end
    end
endmodule
`timescale 1ns / 1ps
module memory#(parameter width = 32, parameter depth = 8,parameter adr_width = $clog2(depth))(
    input wire [width-1:0] data_in,
    input wire [adr_width-1:0] w_adr,
    input wire [adr_width-1:0] r_adr,
    input wire load,
    input wire read,
    input wire clk_w,
    output wire [width-1:0]data_out
    );
    (* ram_style = "block" *)  reg [width-1:0] mem [depth-1:0];
    always @(posedge clk_w) begin
        if(load)
            mem[w_adr] <= data_in;
        else
            mem[w_adr] <= mem[w_adr];
    end
    assign data_out = mem[r_adr];
endmodule
`timescale 1ns / 1ps
module read_logic#(parameter width = 32, parameter depth = 8, parameter adr_width = $clog2(depth))(
    input wire clk_r,
    input wire reset,
    input wire rd_en,
    input wire FIFO_empty,
    output wire read,
    output wire [adr_width : 0] read_adr
    );
    reg [adr_width : 0] address;
    assign en = !FIFO_empty && rd_en;
    assign read_adr = address;
    assign read = en;
    always @(posedge clk_r, negedge reset) begin
        if(!reset) 
            address <= 0;
        else if (en)
            address <= address + 1;
        else 
            address <= address;
    end
endmodule
`timescale 1ns / 1ps
module rst_synch(
    input clk_sync,
    input async_rst,
    output sync_rst
    );
    (* ASYNC_REG = "TRUE" *) reg syn_reg1,syn_reg2;
    always @(posedge clk_sync,negedge  async_rst) begin 
        if(!async_rst) 
            syn_reg1 <= 0;
        else
            syn_reg1 <= 1;
    end
    always @(posedge clk_sync,negedge  async_rst) begin 
        if(!async_rst) 
            syn_reg2 <= 0;
        else
            syn_reg2 <= syn_reg1;    
    end    
    assign sync_rst = syn_reg2;
endmodule
`timescale 1ns / 1ps
module synch#(parameter K = 8)(
    input wire syn_clk,
    input wire [K-1:0] in,
    output wire [K-1:0] syn_out
    );
  (* ASYNC_REG = "TRUE" *) reg [K-1:0] syn_reg1,syn_reg2;
   always @(posedge syn_clk ) begin
           syn_reg1 <= in;
           syn_reg2 <= syn_reg1;
   end
   assign syn_out = syn_reg2;
endmodule
`timescale 1ns / 1ps
module write_logic#(parameter width = 32, parameter depth = 8, parameter adr_width = $clog2(depth))(
    input wire clk_w,
    input wire reset,
    input wire wr_en,
    input wire FIFO_full,
    output wire write,
    output wire [adr_width : 0] write_adr
    );
    reg [adr_width : 0] address;
    assign en = !FIFO_full && wr_en;
    assign write_adr = address;
    assign write = en;
    always @(posedge clk_w, negedge reset) begin
        if(!reset) 
            address <= 0;
        else if (en)
            address <= address + 1;
        else 
            address <= address;
    end
endmodule
File: design/flow/run.sh
#!/bin/bash
# OpenROAD 26Q1-2900-gdf79404cd8, Yosys 0.63+post, stock flow scripts
make -C /OpenROAD-flow-scripts/flow DESIGN_CONFIG=/design/flow/config.mk WORK_HOME=/design/flow/orfs finish
==> summary.txt <==
Notes on the physical design

On the critical path the largest part of the delay comes from multiplexers. For reference, the most critical setup path is categorized as register to primary output. The number of global-route vias before repair was 3,055. The post-route antenna net violation count is 0. The worst hold path belongs to the class register to async pin. The width of the chip is 111 um.

The area of the core is 0.0115 mm2. The initial core utilization is 51.7%. The flip-flop and latch count after synthesis is 156. Per the synth stats, the proportion of register bits with asynchronous set or reset is 7.69%.

The transition time at the pin with the least slew margin is 0.901 ns. The die height is 111 um. Per the detailed placement report, the placed cell area equals 0.00657 mm2. The report lists the number of standard-cell rows as 39. The total routed wire length on the met1 layer is 4.37 mm. The routed layout has 2,778 vias. The peak per-stage delay on the critical path is 0.77 ns.

Using the TritonRoute via totals, the vias-per-cell ratio works out to 5.49. For the worst setup path, the data required time is 3.84 ns. The initial detailed-routing violation count is 158. The number of sinks driven by the clock tree is 156. The OpenROAD report gives the critical path a data arrival time of 2.50 ns.

The sequential fraction of the synthesis area is 75.1%. Per STA, the worst path is made up of buf_12 -> mux4_2 -> mux2_2 -> clkdlybuf4s50_1. The slowest library cell on the worst path is sky130_fd_sc_hd__dfrtp_2. Per the run summary, max-cap violations total 0. The number of OpenROAD warnings is 29. Per the detail_route log, met3 wirelength is 741 um. The total routing resource utilization after global routing is 20.6%. The top layer used by detailed routing is met4. Per the synth stats, the flop cell with the highest instance count is sky130_fd_sc_hd__edfxtp_1. The routed design uses 5.01 mm of met2 wire.

Per the detail_route report, DRC violations left total 0. The final critical-path setup slack is 1.34 ns. The length of the first detailed-routing pass in iterations is 20. The total die area is 0.0123 mm2. The post-DP HPWL is 5.94 mm.

The maximum fanout encountered on the critical timing path is 19. Counting distinct cell types in the post-synthesis netlist gives 37. The register area is 0.00447 mm2.

OpenSTA, run right after detailed placement, puts the worst setup slack at 1.54 ns. The synthesis warning total is 9. Per the OpenROAD power report, leakage power amounts to 2.48 nW. The number of synthesized flops with an enable pin is 128.

The final timing report lists a max-slew violation count of 0. Entering global routing, the biggest net connects 37 pins. The total of fill cells in the finished design is 795. Leaving out filler cells and counting taps, the final layout contains 506. The gate count after technology mapping is 286. The number of endpoints failing setup at the final stage is 0.

The flow ran to the end, and the final reports show no timing, DRC or antenna violations. After clock tree synthesis, the flow added hold-fix buffers numbering 0. The final weighted congestion recorded by global placement is 0.737. The synthesized cell area is 0.00595 mm2. The final timing report lists clock skew as 0.00545 ns. The number of hold violations in the final report is 0. Per the GRT congestion report, total overflow comes to 0. The number of cell instances on the worst register-to-register path is 5. The post-synthesis cell count from yosys is 286.

The cell resize tally after clock tree synthesis is 0. The final total negative setup slack is 0 ns. The total design power is 0.00468 W. The clock tree from TritonCTS is done. The summed standard-cell area reported by yosys is 0.00595 mm2. 39 I/O pins were placed. The power density over cell area is 650 mW/mm2.

The layout stage reports a final design area of 0.00721 mm2. The count of buffering cells on the critical path with inverters included is 2. The clock edge transition at the registers on the reported setup and hold paths is 0.06 ns. The first global-routing pass estimated 16.8 mm of wire. The buffers inserted during post-CTS setup optimization is 0.

In the final layout, the multi-input gates occupy 0.00141 mm2. The peak supply drop is 0.000284 V. The total placed cells including tap cells is 470. For this block, the routed nets add up to 10.3 mm of wire.

Compared with the post-synthesis result, the final layout area differs by 21.1%. Buffers placed on the I/O ports in this run total 37. The initial antenna violation count is 0. The layout summary lists the proportion of cells stronger than drive strength 1 as 28.4%.

Per the OpenROAD timing report, the critical path contains 4 cells. The worst setup path is launched from a register. The average wire per standard cell is 20.3 um. The slew check shows that the tightest pin keeps a relative margin of 39.9%. The kind of end point of the critical path is a primary output. Setup repair after global routing left no endpoint under its margin.

Averaged over all synthesized cells, the footprint is 20.8 um2. The routed design ends up with an antenna cell count of 0.
## per-stage QoR
step / hold slack (ns) / util (%)
detailed placement: 0.0618 / 57.1
global placement: 0.0577 / 57.1
finish: 0.0603 / 62.6
CTS: 0.0672 / 62.6
global route: 0.0776 / 62.6
floorplan: 0.0403 / -
## path summary, 6_finish.rpt
check,from,to,slack [ns]
worst min-delay path,wr_rst_syn.syn_reg2$_DFF_PN0_,write.address[3]$_DFFE_PN0P_,0.06
worst min register to register,wr_rst_syn.syn_reg2$_DFF_PN0_,write.address[3]$_DFFE_PN0P_,0.06
worst max register to register,write.address[1]$_DFFE_PN0P_,memory1.mem[6][0]$_DFFE_PP_,2.11
max in group clk1,wr_en,memory1.mem[6][0]$_DFFE_PP_,2.03
max in group asynchronous,reset,rd_rst_syn.syn_reg2$_DFF_PN0_,3.70
worst max-delay path,read.address[0]$_DFFE_PN0P_,data_out[13],1.34
min in group clk1,synrd2wr.syn_reg1[1]$_DFF_P_,synrd2wr.syn_reg2[1]$_DFF_P_,0.32
min in group clk0,synwr2rd.syn_reg1[3]$_DFF_P_,synwr2rd.syn_reg2[3]$_DFF_P_,0.33
## cell families after synthesis
kind of cell             share of synthesized area (%)
XOR/XNOR                                          2.36
AND-OR/OR-AND                                     2.31
multiplexers                                      15.5
AND/OR/NAND/NOR                                   1.85
buffers and inverters                             1.39
adder cells (fa/ha/maj)                           1.47
flip-flops                                        75.1
other                                           0.0630
## layout make-up
type / instances / share of cell area [%]
Clock inverter: 15 / 1.67
Clock buffer: 21 / 7.14
Inverter: 9 / 0.469
Tap cell: 143 / 2.48
Multi-Input combinational cell: 111 / 19.5
Sequential cell: 156 / 62.0
Timing Repair Buffer: 51 / 6.77
## worst register-to-register path: stages, from the launching register on
cell and delay, ns:
sky130_fd_sc_hd__dfrtp_1 0.53, sky130_fd_sc_hd__xor2_1 0.44, sky130_fd_sc_hd__inv_1 0.08, sky130_fd_sc_hd__a211o_2 0.39, sky130_fd_sc_hd__nor2_1 0.57, sky130_fd_sc_hd__buf_4 0.36
## flip-flops by register name, summed over array words and instances (netlist names)
| register | flops |
|---|---|
| memory1.mem | 128 |
| read.address | 4 |
| synrd2wr.syn_reg1 | 4 |
| synrd2wr.syn_reg2 | 4 |
| synwr2rd.syn_reg1 | 4 |
| synwr2rd.syn_reg2 | 4 |
| write.address | 4 |
| rd_rst_syn.syn_reg1 | 1 |
| rd_rst_syn.syn_reg2 | 1 |
| wr_rst_syn.syn_reg1 | 1 |
| wr_rst_syn.syn_reg2 | 1 |
## Yosys cell counts (all sizes together) (2+ instances only)
| cell | number | share of area, % |
|---|---|---|
| clkbuf | 3 | 0.19 |
| and3b | 2 | 0.32 |
| ha | 7 | 1.5 |
| o211ai | 2 | 0.34 |
| a21oi | 5 | 0.42 |
| nand2b | 2 | 0.21 |
| buf | 8 | 0.63 |
| mux2 | 17 | 3.2 |
| dfxtp | 16 | 5.4 |
| xnor2 | 9 | 1.3 |
| nor2 | 6 | 0.38 |
| mux4 | 32 | 12 |
| o21ai | 2 | 0.23 |
| nand2 | 3 | 0.19 |
| edfxtp | 128 | 65 |
| inv | 9 | 0.57 |
| xor2 | 7 | 1.0 |
| dfrtp | 12 | 5.0 |
| and3 | 3 | 0.32 |
## routing by layer
layer | vias up | GRT usage [%]
met5 | - | 0
met4 | 0 | 3.51
met1 | 1403 | 34.4
met3 | 8 | 9.75
li1 | 1270 | -
met2 | 97 | 29.1
## cells in the final DEF, fill, tap and decap left out, types with 2 or more instances in the layout
cell type,n
sky130_fd_sc_hd__inv_6,2
sky130_fd_sc_hd__xnor2_1,9
sky130_fd_sc_hd__and3_1,3
sky130_fd_sc_hd__clkinv_1,3
sky130_fd_sc_hd__conb_1,2
sky130_fd_sc_hd__clkdlybuf4s50_1,37
sky130_fd_sc_hd__nor2_1,6
sky130_fd_sc_hd__nand2_1,3
sky130_fd_sc_hd__nand2b_1,2
sky130_fd_sc_hd__mux2_2,16
sky130_fd_sc_hd__dfxtp_1,16
sky130_fd_sc_hd__clkinv_4,3
sky130_fd_sc_hd__clkinv_2,4
sky130_fd_sc_hd__dfrtp_1,11
sky130_fd_sc_hd__ha_1,7
sky130_fd_sc_hd__clkbuf_16,20
sky130_fd_sc_hd__mux4_2,32
sky130_fd_sc_hd__clkinvlp_4,2
sky130_fd_sc_hd__edfxtp_1,128
sky130_fd_sc_hd__xor2_1,7
sky130_fd_sc_hd__a21oi_1,5
sky130_fd_sc_hd__buf_4,13
sky130_fd_sc_hd__inv_1,9
## power breakdown
part           leakage [nW]  total [W]  internal (W)  switching [W]
clock network         0.310    0.00136      0.000833       0.000528
logic                 0.733    0.00136      0.000801       0.000560
registers              1.44    0.00196       0.00176       0.000201
No activity file was given, so power comes from the tool's default toggle rates.
